File: flow/config.mk
export PLATFORM = sky130hd
export DESIGN_NAME = apb_cdc
export DESIGN_NICKNAME = apb_cdc
export VERILOG_FILES = /design/flow/design.v
export SDC_FILE = /design/flow/constraint.sdc
export NUM_CORES = 4
export LEC_CHECK = 1
export CORE_UTILIZATION = 50
File: flow/constraint.sdc
current_design apb_cdc

set clk_period 2.7
set clk_io_pct 0.2

create_clock -name clk0 -period $clk_period [get_ports {clk_apb}]
create_clock -name clk1 -period $clk_period [get_ports {clk_fsm}]

set non_clock_inputs [all_inputs -no_clocks]
set_input_delay [expr $clk_period * $clk_io_pct] -clock clk0 $non_clock_inputs
set_output_delay [expr $clk_period * $clk_io_pct] -clock clk0 [all_outputs]
File: flow/run.sh
#!/bin/bash
# OpenROAD 26Q1-2900-gdf79404cd8, Yosys 0.63+post, stock flow scripts
make -C /OpenROAD-flow-scripts/flow DESIGN_CONFIG=/design/flow/config.mk WORK_HOME=/design/flow/orfs finish
File: flow/design.v
module apb_cdc #(
    parameter MAX_ITEMS = 1024,
    parameter ADDR_WIDTH = 10
)(
    input  wire        clk_apb,      
    input  wire        rstn,         
    input  wire [14:0] paddr,        
    input  wire        psel,         
    input  wire        pwrite,       
    input  wire [31:0] pwdata,       
    input  wire        cfg_mode,     
    output reg  [31:0] prdata,       
    output reg         pready,       
    input  wire        clk_fsm,      
    output reg         cfg_read_en,  
    output reg  [$clog2(MAX_ITEMS)-1:0]  cfg_read_addr,
    input  wire [31:0] cfg_read_data,
    input  wire        cfg_read_valid,
    output reg         cfg_write_en, 
    output reg  [$clog2(MAX_ITEMS)-1:0]  cfg_write_addr,
    output reg  [31:0] cfg_write_data
);
    reg [9:0] no_of_items_reg;
  	reg valid_data;
    reg        apb_start_transaction;      
    reg        apb_is_write;              
    reg [9:0]  apb_addr;                  
    reg [31:0] apb_wdata;                 
    reg [31:0] apb_rdata;                 
    reg        fsm_transaction_done;      
    reg [31:0] fsm_rdata;                
    reg [1:0]  start_sync;               
    reg [1:0]  done_sync;                
    always @(posedge clk_apb or negedge rstn) begin
        if (!rstn) begin
            prdata                <= 32'b0;
            pready                <= 1'b0;
            no_of_items_reg       <= 10'b0;
            apb_start_transaction <= 1'b0;
            apb_is_write          <= 1'b0;
            apb_addr              <= 10'b0;
            apb_wdata             <= 32'b0;
            apb_rdata             <= 32'b0;
            done_sync             <= 2'b0;
        end else begin
            done_sync <= {done_sync[0], fsm_transaction_done};
            if (psel && !pready) begin
                if (paddr == 15'h0000) begin
                    if (pwrite) begin
                        no_of_items_reg <= pwdata[9:0];
                    end else begin
                        prdata <= {22'b0, no_of_items_reg};
                    end
                    pready <= 1'b1;
                end
                else if (!apb_start_transaction) begin
                    apb_start_transaction <= 1'b1;
                    apb_is_write          <= pwrite;
                    apb_addr              <= (paddr >> 2) - 1;
                    apb_wdata             <= pwdata;
                end
                else if (done_sync[1]) begin
                    prdata                <= apb_rdata;
                    pready                <= 1'b1;
                    apb_start_transaction <= 1'b0;
                end else begin
                  pready <= 1'b0;
                end
            end else begin
                pready <= 1'b0;
            end
        end
    end
    always @(posedge clk_fsm or negedge rstn) begin
        if (!rstn) begin
            cfg_read_en           <= 1'b0;
            cfg_read_addr         <= 10'b0;
            cfg_write_en          <= 1'b0;
            cfg_write_addr        <= 10'b0;
            cfg_write_data        <= 32'b0;
            fsm_transaction_done  <= 1'b0;
            fsm_rdata             <= 32'b0;
            start_sync            <= 2'b0;
        end else begin
            start_sync <= {start_sync[0], apb_start_transaction};
            cfg_read_en  <= 1'b0;
            cfg_write_en <= 1'b0;
            if (start_sync == 2'b01) begin
                fsm_transaction_done <= 1'b0;
                if (apb_is_write) begin
                    cfg_write_en   <= 1'b1;
                    cfg_write_addr <= apb_addr;
                    cfg_write_data <= apb_wdata;
                    fsm_transaction_done <= 1'b1;
                end else begin
                    cfg_read_en   <= 1'b1;
                    cfg_read_addr <= apb_addr;
                end
            end
            else if (cfg_read_valid) begin
                fsm_rdata            <= cfg_read_data;
                apb_rdata            <= cfg_read_data;   
                fsm_transaction_done <= 1'b1;
            end
            else if (start_sync == 2'b00) begin
                fsm_transaction_done <= 1'b0;
            end
        end
    end
endmodule
==> GITHUB_STEP_SUMMARY <==
## PnR job results

| Metric | Value |
|---|---|
| Smallest hold slack | 0.2485 ns |
| Synth Cell Area | 5166 um^2 |
| Top Registers | apb_wdata x32, cfg_write_data x32 |
| Dominant synthesized flop cell | dfrtp_1 |
| Worst Path Arrival | 2.59 ns |
| Async SR Flop Fraction | 1.000 |
| Synth unique cells | 33 |
| Tool Warnings | 60 |
| Yosys reg bits | around 120 |
| CP startpoint kind | input pin |
| Filler cells | 690 |
| Req. time, crit path | 2.93 ns |
| RSZ-0062 raised after global routing | no |
| Outcome | finished, final reports clean |
| GRT Residual Overflow | 0 |
| Area grow syn2layout | 33.42% |
| Init Core Util | 0.5213 |
| Yosys cell count | 417 |
| Sw Pwr | 2.033 mW |
| Hold/Removal Path Class | in -> async |
| Syn Area/Cell | 12.39 um^2 |
| DRT Wirelength | roughly 11 mm |
| 1st-iter DRT viols | 135 |
| Dominant logic cell type in the layout | nand2_1 |
| CTS tree | yes |
| Sequential share of power | 0.430 |
| Setup violators final | 0 |
| Combinational Power Share | 0.327 |
| Final Max-Slew Violation Tally | 0 |
| Yosys stat area | between 5000 and 6000 um^2 |
| Num rows | 36 |
| TritonCTS Sinks | 124 |
| Vias in the first global route | 3395 |
| Via-per-instance ratio | 4.871 |
| Leakage power | 3.235 nW |
| Post-synthesis sequential area ratio | 0.6006 |
| PwrDens | 1026 nW/um^2 |
| Relative slew slack | 0.4875 |
| First-pass GRT wire length | 17.70 mm |
| Setup repair bufs after CTS | 0 |
| Worst setup path category | in -> reg |
| FF-to-FF Start | pready$_DFFE_PN0P_ |
| Post-DRT Antenna Nets | 0 |
| P_int | 5.038 mW |
| Clock-pin transition on the worst setup and hold timing paths | 0.08 ns |
| Via count | 3405 |
| Worst vdd ir | 592.7 uV |
| Crit Path Max Fanout | 12 |
| Clock power frac | 0.243 |
| All-Layer GR Usage | 0.2188 |
| Max_cap viols | 0 |
| First-pass DRT Iterations | 4 |
| Yosys warning count | roughly 65 |
| Mapped Cells | 417 |
| Post-synth EDFFs | 0 |
| Clock Skew | 0.01545 ns |
| Fin. Hold Viols | 0 |
| Sum Neg Setup Slack | 0 ns |
| Core Region | 9910 um^2 |
| DP HPWL | between 6 and 7 mm |
| Wirelength per Cell | around 15 um |
| Die W | between 100 and 150 um |
| Largest net degree at the start of global routing | approximately 62 |
| Initial antenna violation count | 0 |
| R2R Setup Slk | 0.98 ns |
| Reg2reg end | apb_wdata[26]$_DFFE_PN0P_ |
| Dominant logic cell types in the final layout | nand2_1, dfrtp_1, clkdlybuf4s50_1 |
| PortBufs | 116 |
| Reg2reg path depth | 4 |
| Layout cells sized above 1 | 0.2067 |
| # hold bufs at CTS | 0 |
| Worst Tran Pin Value | just under 0.8 ns |
| Die footprint | ~11000 um^2 |
| Die height | 103.7 um |
| Antenna diode count | 0 |
| Ports | about 170 |
| Gpl congestion | 0.7747 |
| Worst Setup End Kind | flip-flop |
| Cts repair resizes | 0 |
| Post-route DRC | 0 |
| Sw Ratio | 0.2875 |
## critical path, cell delays in order
cell and delay [ns]:
clkdlybuf4s50_1 0.51, inv_1 0.06, ha_1 0.21, nor4b_2 0.18
nand4_1 0.13, nor3b_4 0.31, buf_4 0.32, mux2_4 0.33
## metal layers
metal  track usage  vias to the layer above  wire (um)
met5             0                        -          0
met4       0.03061                        0        163
met3       0.06346                       13        656
met2        0.3164                      117       4821
met1        0.3603                     1643       5022
li1              -                     1632          -
## cell usage after synthesis (2+ instances only)
| master | count | area [um^2] |
|---|---|---|
| buf_6 | 4 | 45.04 |
| nor3b_1 | 3 | 22.52 |
| nand2_1 | 127 | 476.7 |
| dfrtp_1 | 124 | 3103 |
| mux2_4 | 38 | 570.6 |
| inv_1 | 7 | 26.28 |
| mux2_2 | 24 | 270.3 |
| buf_4 | 22 | 165.2 |
| clkbuf_1 | 10 | 37.54 |
| nand4_1 | 2 | 12.51 |
| nor2b_1 | 2 | 12.51 |
| nor4_1 | 3 | 18.77 |
| o2bb2ai_1 | 10 | 87.58 |
| o31ai_1 | 2 | 15.01 |
| xor2_1 | 6 | 52.55 |
| mux2i_1 | 2 | 20.02 |
| nor2_1 | 5 | 18.77 |
| a22oi_1 | 9 | 67.56 |
| a21oi_1 | 2 | 10.01 |
| o21ai_0 | 2 | 10.01 |
## worst max-delay path by stage
stage,startpoint,endpoint,depth (start not counted)
global route,paddr[2],apb_wdata[28]$_DFFE_PN0P_,8
CTS,paddr[2],apb_wdata[26]$_DFFE_PN0P_,8
finish,paddr[2],apb_wdata[26]$_DFFE_PN0P_,8
## cells by family after synthesis
kind of cell	after synthesis	synth area share
xor+xnor	6	0.01017
mux	64	0.1666
other cells	1	0.0007259
fa+ha+maj	1	0.002422
flops	124	0.6006
simple gates	150	0.1259
buf+inv	44	0.05377
compound gates	27	0.03972
## area by class of cell
cell class              instances  area (um^2)  area share
flip-flops and latches        124         3103      0.4502
multi-input cells             270         1864      0.2705
repair buffers                133         1324      0.1920
clock buffers                  19        261.5     0.03794
well taps                     133        166.4     0.02414
clock inverters                13        147.6     0.02142
inverters                       7        26.28    0.003812
## power by group through the flow
stage,Clock (mW),Combinational (mW),Sequential (mW)
after global routing,1.85,2.54,3.14
final,1.72,2.31,3.04
after CTS,1.78,2.35,3.05
## stage by stage
stage | area (um^2) | setup WS (ns) | instances | power (mW) | util
after floorplan | 5245 | 0.5434 | 438 | 4.227 | -
after global routing | 6893 | 0.2622 | 699 | 7.537 | 0.6956
final | 6893 | 0.3447 | 699 | 7.071 | 0.6956
after global placement | 6484 | 0.009166 | 667 | 5.360 | 0.6543
after CTS | 6893 | 0.3677 | 699 | 7.174 | 0.6956
after detailed placement | 6484 | 0.01191 | 667 | 5.399 | 0.6543
No activity file was given, so power comes from the tool's default toggle rates.
